===== run.sh =====
#!/bin/bash
# OpenROAD 26Q1-2900-gdf79404cd8, Yosys 0.63+post, stock flow scripts
make -C /OpenROAD-flow-scripts/flow DESIGN_CONFIG=/design/flow/config.mk WORK_HOME=/design/flow/orfs finish

===== config.mk =====
export PLATFORM = sky130hd
export DESIGN_NAME = seg16
export DESIGN_NICKNAME = seg16
export VERILOG_FILES = /design/flow/design.v
export SDC_FILE = /design/flow/constraint.sdc
export NUM_CORES = 4
export LEC_CHECK = 1
export CORE_AREA = 10 10 78 78
export DIE_AREA = 0 0 88 88

===== constraint.sdc =====
current_design seg16

set clk_period 1.6
set clk_io_pct 0.2

create_clock -name clk0 -period $clk_period

set non_clock_inputs [all_inputs -no_clocks]
set_input_delay [expr $clk_period * $clk_io_pct] -clock clk0 $non_clock_inputs
set_output_delay [expr $clk_period * $clk_io_pct] -clock clk0 [all_outputs]

===== design.v =====
module seg(data, hex);
input [3:0] data;
output reg [6:0] hex;
always @(*) begin
    case (data)
        4'h0: hex = 7'b1000000;
        4'h1: hex = 7'b1111001;
        4'h2: hex = 7'b0100100;
        4'h3: hex = 7'b0110000;
        4'h4: hex = 7'b0011001;
        4'h5: hex = 7'b0010010;
        4'h6: hex = 7'b0000010;
        4'h7: hex = 7'b1111000;
        4'h8: hex = 7'b0000000;
        4'h9: hex = 7'b0011000;
        4'ha: hex = 7'b0001000;
        4'hb: hex = 7'b0000011;
        4'hc: hex = 7'b1000110;
        4'hd: hex = 7'b0100001;
        4'he: hex = 7'b0000110;
        4'hf: hex = 7'b0001110;
    endcase
end
endmodule
module seg16(data, hexs);
input [15:0] data;
output [27:0] hexs;
seg h0(data[15:12], hexs[27:21]);
seg h1(data[11:8], hexs[20:14]);
seg h2(data[7:4], hexs[13:7]);
seg h3(data[3:0], hexs[6:0]);
endmodule

==> out/qor.yml <==
synth_warnings: 1
drc: 0
p_leak_nw: 1.05
io_buffers: 44
vias_per_cell: 4.81
hpwl_um: 2570
endpoint_kind: "primary output"
synth_cells: 138
timing.max_slew.rel_slack: 0.848
drv_cap: 0
syn_area_um2: 985
avgSynthCellArea_um2: 7.14
num_io_pins: 44
drt-pass1-iter-count: 4
vias: 1365
yosysUniqueCellTypes: 30
mostFrequentLayoutCell: "buf_4"
crit_type: "input port to primary output"
max_freq_mhz: 614
warnings: 54
slew_viol_final: 0
power.total_uw: 584
synth_seq_share: 0
clock_buffers: 0
fin_ws_ns: -0.0291
ys_cells: 138
hold_viol: 0
ys_area_um2: 985
p_sw_uw: 248
dp_slack_ns: -0.829
ff_count: 0
start_kind: "input port"
ant_nets: 0
drive_gt1_frac: 0.642
ctsHoldBuffers: 0
arrival_ns: 1.31
tightest_slew_ns: 0.227
violations: "negative setup slack"
ff_latch_area_um2: 0
cp_max_fo: 3
num_rows: 24
setup_violations: 2
fin_crit_ns: 1.63
status: "finished, violations left"
dieHeight_um: 88
cell_internal_pwr_uw: 336
layout.cells.non_filler: 284
grt_overflow: 0
place_congestion: 0.873
die_x_um: 88
drtIter0Drc: 33
pwr-share-comb: 1.000
grtUsageTotal: 0.0930
area_delta_synth_final_pct: 133
n_antenna_cell: 0
final_cell_mix: "buf_4 (40), buf_2 (19), ha_4 (18), buf_6 (17), o21ai_1 (10)"
clockPowerShare: 0
fin_util: 0.519
hp-class: "input port to primary output"
switching_share: 0.424
cp.required_ns: 1.28
core_um2: 4410
fp_util: 0.223
grt_pass1_wl_um: 6370
avgRoutedWirePerCell_um: 13.4
powerDensity_nw_per_um2: 255
rsz0062_at_grt: "yes"
seqPwrFrac: 0
grt_max_degree: 8
ir_drop_v: 0.000137
first_global_vias: 1431
place_inst: 271
finalCritPeriodShare: 1.02
routed_wl_um: 3820
die-area_um2: 7740
antenna_found_initial: 0
timing repair:
| action | in CTS | in global routing |
|---|---|---|
| hold endpoints to repair | 0 | 0 |
| resized | 229 | 42 |
| cloned | 2 | 0 |
| buffers inserted | 13 | 1 |
| pin swaps | 27 | 16 |
| setup endpoints to repair | 28 | 22 |
per-layer routing:
layer | up-vias | track usage | share of wire
met4 | 0 | 0.00580 | 0.0039
li1 | 687 | - | -
met2 | 30 | 0.153 | 0.46
met1 | 646 | 0.127 | 0.48
met3 | 2 | 0.0196 | 0.062
met5 | - | 0 | 0
power groups by stage:
stage     combinational [mW]  sequential [mW]  clock (mW)
5_1_grt                0.640                0           0
6_report               0.584                0           0
4_1_cts                0.546                0           0
layout make-up:
cell class / count / area [um2]
multi-input cells: 117 / 1280
inverters: 14 / 97.6
well taps: 52 / 65.1
fillers: 356 / 2120
repair buffers: 101 / 850
synth_stat cells, types with 3 or more instances:
cell / count / area [um2]
ha_1: 24 / 300
nor2_1: 16 / 60.1
o21ai_0: 14 / 70.1
inv_1: 13 / 48.8
mux2i_1: 8 / 80.1
a21oi_1: 7 / 35.0
nand2_1: 6 / 22.5
a22o_1: 5 / 43.8
o31ai_1: 5 / 37.5
buf_2: 4 / 20.0
nor2b_1: 4 / 25.0
o32ai_1: 4 / 35.0
mux2_2: 3 / 33.8
or3_1: 3 / 18.8
final timing paths:
kind	startpoint	endpoint	slack (ns)	cells after the start
hold / removal	data[6]	hexs[7]	1.10	5
setup / recovery	data[13]	hexs[21]	-0.03	8
cells by family (layout without fill, tap and decap cells):
family,count (synthesis),count (layout),synth area share
simple gates,37,37,0.184
compound gates,45,45,0.302
fa+ha+maj,24,24,0.305
mux,11,11,0.116
buf+inv,21,115,0.0928
stage by stage:
step / TNS, ns / hold WS [ns] / instance area [um2]
after floorplan: 0 / 0.674 / 985
after global placement: -20.48 / 1.66 / 1780
after detailed placement: -20.43 / 1.66 / 1780
after CTS: -0.0987 / 1.08 / 2210
after global routing: -0.205 / 1.14 / 2290
final: -0.0553 / 1.10 / 2290
critical path: stages:
cell	delay, ns
buf_8	0.10
inv_6	0.05
buf_6	0.09
ha_4	0.12
nor2b_2	0.04
or3b_1	0.38
o31ai_2	0.07
buf_2	0.13
No activity file was given, so power comes from the tool's default toggle rates.
