## flow/config.mk

```make
export PLATFORM = sky130hd
export DESIGN_NAME = cheapuartrx
export DESIGN_NICKNAME = cheapuartrx
export VERILOG_FILES = /design/flow/design.v
export SDC_FILE = /design/flow/constraint.sdc
export NUM_CORES = 4
export LEC_CHECK = 1
export CORE_AREA = 10 10 74 74
export DIE_AREA = 0 0 84 84
```

## flow/constraint.sdc

```tcl
current_design cheapuartrx

set clk_period 1.3
set clk_io_pct 0.2

create_clock -name clk0 -period $clk_period [get_ports {clock115200hz}]

set non_clock_inputs [all_inputs -no_clocks]
set_input_delay [expr $clk_period * $clk_io_pct] -clock clk0 $non_clock_inputs
set_output_delay [expr $clk_period * $clk_io_pct] -clock clk0 [all_outputs]
```

## flow/design.v

```verilog
module uarttx(
    input clock115200hz,
    input resetn,
    input [7:0] data,
    input send,
    output reg ready,
    output UART_TX
);
    reg tx;
    reg [3:0] state;
    reg [7:0] shift_reg;
    assign UART_TX = tx;
    always @(posedge clock115200hz or negedge resetn) begin
        if (!resetn) begin
            tx <= 1'b1;  
            ready <= 1'b1;
            state <= 4'h0;
        end else begin
            case (state)
                4'h0: begin
                    tx <= 1'b1;  
                    ready <= send ? 1'b0 : 1'b1;
                    state <= send ? 4'h1 : 4'h0;
                end
                4'h1: begin
                    tx <= 1'b0;  
                    shift_reg <= data;
                    state <= 4'h2;
                end
                4'h2, 4'h3, 4'h4, 4'h5, 4'h6, 4'h7, 4'h8: begin
                    tx <= shift_reg[state - 2];
                    state <= state + 1'b1;
                end
                4'h9: begin
                    tx <= 1'b1;  
                    state <= 4'h0;
                end
                default: state <= 4'h0;
            endcase
        end
    end
endmodule
module cheapuartrx(
    input clock115200hz,
    input resetn,
    output reg [7:0] data,
    output reg recv,
    input UART_RX
);
    reg [3:0] state;
    reg [7:0] buffer;
    wire rx = UART_RX;
    always @(posedge clock115200hz or negedge resetn) begin
        if (!resetn) begin
            data <= 8'b0;
            recv <= 1'b0;
            state <= 4'h0;
        end else begin
            case (state)
                4'h0: begin
                    recv <= 1'b0;
                    state <= (rx == 1'b0) ? 4'h1 : 4'h0;  
                end
                4'h1: begin
                    buffer <= {rx, buffer[7:1]};
                    state <= (buffer[0] == 1'b1) ? 4'h2 : 4'h1;
                end
                4'h2: begin
                    data <= buffer;
                    recv <= 1'b1;
                    state <= 4'h0;
                end
                default: state <= 4'h0;
            endcase
        end
    end
endmodule
module uartrx(
    input clock460800,
    input resetn,
    output reg [7:0] data,
    output reg recv,
    input UART_RX
);
    reg [3:0] state;
    reg [2:0] bit_count;
    reg [7:0] shift_reg;
    wire rx = UART_RX;
    always @(posedge clock460800 or negedge resetn) begin
        if (!resetn) begin
            data <= 8'b0;
            recv <= 1'b0;
            state <= 4'h0;
            bit_count <= 3'b0;
        end else begin
            case (state)
                4'h0: begin
                    recv <= 1'b0;
                    if (rx == 1'b0) begin
                        state <= 4'h1;  
                        bit_count <= 3'b0;
                    end
                end
                4'h1: begin
                    shift_reg[bit_count] <= rx;
                    bit_count <= bit_count + 1'b1;
                    if (bit_count == 7) begin
                        state <= 4'h2;  
                    end
                end
                4'h2: begin
                    data <= shift_reg;
                    recv <= 1'b1;
                    state <= 4'h0;
                end
                default: state <= 4'h0;
            endcase
        end
    end
endmodule
```

## flow/run.sh

```bash
#!/bin/bash
# OpenROAD 26Q1-2900-gdf79404cd8, Yosys 0.63+post, stock flow scripts
make -C /OpenROAD-flow-scripts/flow DESIGN_CONFIG=/design/flow/config.mk WORK_HOME=/design/flow/orfs finish
```

==> flow_summary.toml <==
# generated from flow reports
[timing]
slew_headroom_pct = 62.54
whs_ns = 0.3369
tightest_slew_ns = 0.5620
rsz0062_at_grt = "false"
max_freq_mhz = 853.3
finalClockPeriodUsage_pct = 90.15
layout_setup_ws_ns = 0.1280
skew_ns = 0.003967
period_needed_ns = 1.172
drv_slew = 0
setup_tns_ns = 0
hold_viol_final = 0
setup_violations = 0

[floorplanning]
dieArea_sq_um = 7056
die_y_um = 84
die_x_um = 84
ios = 12
initCoreUtil_pct = 18.05
core_area_sq_um = 3971
rows = 23

[clock_tree]
insertion_delay_ns = 0.25
cts-root-buf = "clkbuf_8"
cts_buffer_depth = 2
hold_buffers = 0
cts.sinks = 20
tritoncts = "built"
cts_max_level = 1
cts_buffers = 3
clk_pin_slew_worst_paths_ns = 0.07

[route]
drt_iter0_drc = 8
antenna-diode-count = 0
drc = 0
wl_per_cell_um = 11.46
viasPerCell = 3.438
dr_total_vias = 361
drtAntennaViolNets = 0
totalWireLength_mm = 1.203
drtPass1Iterations = 3

[setup_path]
timing.rr.start = "state[1]"
end_kind = "flip-flop"
cp.required_ns = 1.44
arrival_ns = 1.31
crit_type = "flip-flop to flip-flop"
crit_family = "flip-flops"
path_cells = "mux2_4"
worst-path-buf-inv = 0
startpoint_type = "flip-flop"
crit_path_max_fanout = 10
critPathSlowestCell = "dfrtp_1"
worstSetupStartpoint = "state[1]"
max_stage_delay_ns = 0.70

[synth]
ys.flops = 20
ys_seq_share_pct = 75.57
ys_cells = 36
syn_area_sq_um = 716.9
syn_area_per_cell_sq_um = 19.91
yosys_warnings = 1
synth_cells = 36
yosys_area_sq_um = 716.9
synth.distinct_cells = 9

[power]
swShare_pct = 21.09
vdd.ir_drop.worst_v = 0.0004073
p_comb_share_pct = 27.6
leakagePower_nw = 0.4024
seqPwrFrac_pct = 50.6
p_per_area_nw_per_um2 = 1886
internal_power_mw = 1.432
pwr-share-clk_pct = 21.8
p_sw_mw = 0.3826
total_power_mw = 1.814

[global_route]
grt_pass1_vias = 366
grt-ovfl-total = 0
grt_use_met3_pct = 2.953
met2_usage_pct = 4.042
grtUsageTotal_pct = 3.498
grt_max_degree = 13
antenna_found_initial = 0
top_usage_layer = "met1"
met1_usage_pct = 4.669
grt_pass1_wl_mm = 1.994

[hold_path]
hold_path_class = "primary input to asynchronous set/reset pin"

[job]
tool_warnings = 25
maxCapViolCount = 0

[final_layout]
fin_cells = 105
layout_top_cells = "11 x dfrtp_1, 9 x dlygate4sd2_1, 8 x mux2_4, 8 x edfxtp_1, 4 x buf_4"
seq_area_sq_um = 541.8
fillers = 410
drive_above_1_share_pct = 34.55
logic_area_sq_um = 156.4
layout_top_cell = "dfrtp_1"
area_delta_synth_final_pct = 34.21

[placed_design]
gp_routability_congestion = 0.7265
hpwl_um = 831
pre_cts_slack_ns = -0.03523
port_buffers = 11
dp.cells = 98

[status]
status = "completed"
repair_timing:
item	in CTS	in global routing
setup buffers	3	0
endpoints found under the setup margin	9	0
gates resized	9	0
layer usage:
metal | vias up | share of wire [%]
met5 | - | 0
met4 | 0 | 2.6
met3 | 5 | 15
met2 | 12 | 37
met1 | 178 | 45
li1 | 166 | -
logic make-up after synthesis:
kind of cell           after synthesis  synth area share, %
buffers and inverters                3                2.618
flip-flops                          20                75.57
multiplexers                         8                16.75
AND/OR/NAND/NOR                      2                1.745
AND-OR/OR-AND                        3                3.317
cells in the mapped netlist (all sizes together):
cell    number  area share, %
buf          1            1.6
a21o         2            2.4
inv          2            1.0
edfxtp       8             34
and2         2            1.7
mux2         8             17
dfrtp       11             38
o22ai        1           0.87
dfstp        1            3.7
path summary, 6_finish.rpt:
| kind | end | cells after the start | slack (ns) |
|---|---|---|---|
| setup / recovery | data[5] | 1 | 0.13 |
| hold / removal | data[2] | 2 | 0.34 |
| setup reg to reg | data[5] | 1 | 0.13 |
| hold reg to reg | buffer[2] | 0 | 0.45 |
| max in group asynchronous | state[0] | 2 | 0.73 |
| min in group clk0 | buffer[2] | 0 | 0.45 |
final cells by class:
class / count / area share [%]
inverters: 2 / 0.7802
clock buffers: 3 / 4.291
flip-flops and latches: 20 / 56.31
well taps: 50 / 6.502
repair buffers: 16 / 15.47
multi-input cells: 13 / 16.25
clock inverters: 1 / 0.3901
stage by stage:
step / area [sq um] / utilization, %
3_5_place_dp: 905.9 / 22.81
6_report: 962.2 / 24.23
5_1_grt: 962.2 / 24.23
4_1_cts: 962.2 / 24.23
2_1_floorplan: 716.9 / -
3_3_place_gp: 905.9 / 22.81
power by group through the flow:
| stage | Combinational, mW | Sequential, mW | Clock, mW |
|---|---|---|---|
| after CTS | 0.514 | 0.922 | 0.411 |
| after global routing | 0.546 | 0.946 | 0.444 |
| final | 0.500 | 0.918 | 0.396 |
flip-flops by register name, indices dropped and copies added (netlist names):
name / flops
buffer: 8
data: 8
recv: 1
state: 3
No activity file was given, so power comes from the tool's default toggle rates.
