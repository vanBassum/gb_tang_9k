==> design/flow/config.mk <==
export PLATFORM = sky130hd
export DESIGN_NAME = hdmi
export DESIGN_NICKNAME = hdmi
export VERILOG_FILES = /design/flow/design.v
export SDC_FILE = /design/flow/constraint.sdc
export NUM_CORES = 4
export LEC_CHECK = 1
export CORE_UTILIZATION = 40
==> design/flow/constraint.sdc <==
current_design hdmi

set clk_period 7.0
set clk_io_pct 0.2

create_clock -name clk0 -period $clk_period [get_ports {clock25mhz}]

set non_clock_inputs [all_inputs -no_clocks]
set_input_delay [expr $clk_period * $clk_io_pct] -clock clk0 $non_clock_inputs
set_output_delay [expr $clk_period * $clk_io_pct] -clock clk0 [all_outputs]
==> design/flow/design.v <==
module hdmi (
    input clock25mhz,
    input resetn,
    output reg [11:0] x,
    output reg [11:0] y,
    input [7:0] r,
    input [7:0] g,
    input [7:0] b,
    output HDMI_TX_CLK,
    output [23:0] HDMI_TX_D,
    output HDMI_TX_DE,
    output HDMI_TX_HS,
    output HDMI_TX_VS,
    input HDMI_TX_INT
);
parameter CYCLE_DELAY = 0;
parameter WIDTH = 160;
parameter HEIGHT = 144;
parameter XDIV = 3;
parameter YDIV = 3;
parameter XSTART = 80;
parameter YSTART = 24;
parameter XEND = XSTART + XDIV * WIDTH;
parameter YEND = YSTART + YDIV * HEIGHT;
parameter HSIZE = 640;
parameter VSIZE = 480;
parameter HTOTAL = 800;
parameter VTOTAL = 525;
parameter HSYNC = 96;
parameter VSYNC = 2;
parameter HSTART = 144;
parameter VSTART = 34;
parameter HEND = HSTART + HSIZE;
parameter VEND = VSTART + VSIZE;
assign HDMI_TX_CLK = ~clock25mhz;
assign HDMI_TX_D = hdmi_data;
assign HDMI_TX_DE = hdmi_de[1];
assign HDMI_TX_HS = hdmi_hsync[1];
assign HDMI_TX_VS = hdmi_vsync[1];
reg [23:0] hdmi_data;
reg hdmi_de[1:0];
reg hdmi_hsync[1:0];
reg hdmi_vsync[1:0];
reg [11:0] hdmi_hprecount;
reg [11:0] hdmi_vprecount;
reg [11:0] hdmi_hcount;
reg [11:0] hdmi_vcount;
wire hdmi_hactive = hdmi_hcount >= HSTART && hdmi_hcount < HEND;
wire hdmi_vactive = hdmi_vcount >= VSTART && hdmi_vcount < VEND;
wire hdmi_active = hdmi_hactive && hdmi_vactive;
wire hdmi_hpresync = ~(hdmi_hcount < HSYNC);
wire hdmi_vpresync = ~(hdmi_vcount < VSYNC);
always @(posedge clock25mhz or negedge resetn) begin
    if (!resetn) begin
        hdmi_de[0] <= 0; 
        hdmi_de[1] <= 0;
        hdmi_hsync[0] <= 0;
        hdmi_hsync[1] <= 0;
        hdmi_vsync[0] <= 0;
        hdmi_vsync[1] <= 0;
        hdmi_hcount <= 0;
        hdmi_vcount <= 0;
    end else begin
        hdmi_de[0] <= hdmi_active;
        hdmi_de[1] <= hdmi_de[0];
        hdmi_hsync[0] <= hdmi_hpresync;
        hdmi_hsync[1] <= hdmi_hsync[0];
        hdmi_vsync[0] <= hdmi_vpresync;
        hdmi_vsync[1] <= hdmi_vsync[0];
        if (hdmi_hcount + 1'b1 == HTOTAL) begin
            hdmi_hcount <= 0;
            if (hdmi_vcount + 1'b1 == VTOTAL) begin
                hdmi_vcount <= 0;
            end else begin
                hdmi_vcount <= hdmi_vcount + 1'b1;
            end
        end else begin
            hdmi_hcount <= hdmi_hcount + 1'b1;
        end
    end
end
wire xactive = hdmi_hcount >= HSTART + XSTART && hdmi_hcount < HSTART + XEND;
wire yactive = hdmi_vcount >= VSTART + YSTART && hdmi_vcount < VSTART + YEND;
wire xsetup = hdmi_hcount >= HSTART + XSTART - CYCLE_DELAY && hdmi_hcount < HSTART + XEND - CYCLE_DELAY;
wire ysetup = hdmi_vcount >= VSTART + YSTART && hdmi_vcount < VSTART + YEND;
reg [$clog2(XDIV)-1:0] xcount;
reg [$clog2(YDIV)-1:0] ycount;
always @(posedge clock25mhz or negedge resetn) begin
    if (!resetn) begin
        hdmi_data <= 0;
        xcount <= 0;
        x <= 0;
        ycount <= 0;
        y <= 0;
    end else begin
        if (xactive && yactive) begin
            hdmi_data <= {r, g, b};
        end else begin
            hdmi_data <= 0;
        end
        if (xsetup && ysetup) begin
            if (xcount + 1'b1 == XDIV) begin
                xcount <= 0;
                if (x + 1'b1 == WIDTH) begin
                    x <= 0;
                    if (ycount + 1'b1 == YDIV) begin
                        ycount <= 0;
                        if (y + 1'b1 == HEIGHT) begin
                            y <= 0;
                        end else begin
                            y <= y + 1'b1;
                        end
                    end else begin
                        ycount <= ycount + 1'b1;
                    end
                end else begin
                    x <= x + 1'b1;
                end
            end else begin
                xcount <= xcount + 1'b1;
            end
        end
    end 
end
endmodule
==> design/flow/run.sh <==
#!/bin/bash
# OpenROAD 26Q1-2900-gdf79404cd8, Yosys 0.63+post, stock flow scripts
make -C /OpenROAD-flow-scripts/flow DESIGN_CONFIG=/design/flow/config.mk WORK_HOME=/design/flow/orfs finish
==> report_table.html <==
<h3>Flow metrics</h3>
<table>
<tr><th>Metric</th><th>Value</th></tr>
<tr><th colspan="2">Outcome</th></tr>
<tr><td>Status</td><td>finished clean</td></tr>
<tr><th colspan="2">CTS</th></tr>
<tr><td>CTS tree</td><td>yes</td></tr>
<tr><td>Maximum root-to-sink buffer count</td><td>2</td></tr>
<tr><td>Number of buffers inserted by hold repair at cts</td><td>0</td></tr>
<tr><td>Source-to-sink clock delay at the later pin of the worst-skew pair</td><td>0.35 ns</td></tr>
<tr><td>CTS buffer count</td><td>9</td></tr>
<tr><td>CTS clock-pin slew for the worst setup and hold paths</td><td>0.08 ns</td></tr>
<tr><td>Number of buffers inserted to repair setup after CTS</td><td>0</td></tr>
<tr><td>Clock root cell</td><td>sky130_fd_sc_hd__clkbuf_8</td></tr>
<tr><td>Total of cells resized after clock tree synthesis</td><td>0</td></tr>
<tr><td>CTS H-Tree Depth</td><td>3</td></tr>
<tr><th colspan="2">Hold path</th></tr>
<tr><td>Cell depth of the worst hold path</td><td>0</td></tr>
<tr><td>Worst hold start</td><td>hdmi_vsync[0]$_DFF_PN0_</td></tr>
<tr><td>Class of the most critical hold timing path</td><td>flip-flop to flip-flop</td></tr>
<tr><td>Worst hold endpoint</td><td>hdmi_vsync[1]$_DFF_PN0_</td></tr>
<tr><th colspan="2">Synthesis</th></tr>
<tr><td>Post-synthesis instance total</td><td>424</td></tr>
<tr><td>Flip-flop and latch count after synthesis</td><td>just over 80</td></tr>
<tr><td>Dominant register cell</td><td>sky130_fd_sc_hd__dfrtp_1</td></tr>
<tr><td>Number of warnings printed during yosys synthesis</td><td>4</td></tr>
<tr><td>Aoi/oai-family share of the synthesized area</td><td>0.135</td></tr>
<tr><td>Average cell area after synthesis</td><td>slightly above 10 sq um</td></tr>
<tr><td>Area leader, netlist</td><td>sky130_fd_sc_hd__dfrtp_1</td></tr>
<tr><td>Combinational family with the most area after synthesis</td><td>simple AND/OR/NAND/NOR gates</td></tr>
<tr><td>Xor and xnor area share after synthesis</td><td>0.0613</td></tr>
<tr><td>Proportion of register bits with asynchronous set or reset after synthesis</td><td>1.00</td></tr>
<tr><td>Post-Synth Adder-Cell Area</td><td>0.0263</td></tr>
<tr><td>Count of flip-flops with a built-in enable after synthesis</td><td>0</td></tr>
<tr><td>Combined area of all synthesized cells</td><td>~4300 sq um</td></tr>
<tr><td>Post-synth area from yosys stat</td><td>4280 sq um</td></tr>
<tr><td>Count of distinct cell types in the synthesized netlist</td><td>68</td></tr>
<tr><td>Top cell area share</td><td>0.479</td></tr>
<tr><td>Cell types occupying the most area after synthesis</td><td>sky130_fd_sc_hd__dfrtp_1 48%, sky130_fd_sc_hd__and2_1 4.2%, sky130_fd_sc_hd__xnor2_1 3.9%</td></tr>
<tr><td>Portion of netlist area occupied by mux cells</td><td>0.00730</td></tr>
<tr><td>Seq/Total Area, Yosys</td><td>0.479</td></tr>
<tr><td>Total cells reported by yosys after synthesis</td><td>424</td></tr>
<tr><td>Leading post-synthesis cells by instance count</td><td>82 x sky130_fd_sc_hd__dfrtp_1, 29 x sky130_fd_sc_hd__and2_1, 29 x sky130_fd_sc_hd__nand2_1, 29 x sky130_fd_sc_hd__o21ai_0, 19 x sky130_fd_sc_hd__xnor2_1</td></tr>
<tr><td>Library cell with the highest instance count after synthesis</td><td>sky130_fd_sc_hd__dfrtp_1</td></tr>
<tr><td>Simple-gate area share of the yosys netlist</td><td>0.257</td></tr>
<tr><th colspan="2">Setup path</th></tr>
<tr><td>Crit path launch type</td><td>clock port</td></tr>
<tr><td>Worst-path cell with the longest stage delay</td><td>sky130_fd_sc_hd__clkdlybuf4s50_1</td></tr>
<tr><td>Buf+Inv Stages, Crit Path</td><td>4</td></tr>
<tr><td>Largest fanout on the critical path</td><td>14</td></tr>
<tr><td>CP most frequent cell</td><td>sky130_fd_sc_hd__clkbuf_8</td></tr>
<tr><td>Length in cells of the worst reg-to-reg path</td><td>7</td></tr>
<tr><td>Endpoint of the lowest-slack register-to-register path</td><td>y[11]$_DFFE_PN0P_</td></tr>
<tr><td>Setup CP Type</td><td>clock port to primary output</td></tr>
<tr><td>R2r startpoint</td><td>hdmi_vcount[5]$_DFFE_PN0N_</td></tr>
<tr><td>Arr. time, crit path</td><td>4.33 ns</td></tr>
<tr><td>Register-to-register setup slack</td><td>between 3 and 4 ns</td></tr>
<tr><td>Cells along the critical path</td><td>clkbuf_8 &gt; clkbuf_8 &gt; inv_1 &gt; clkdlybuf4s50_1</td></tr>
<tr><td>Worst Setup End Kind</td><td>primary output</td></tr>
<tr><td>Data required time of the critical path</td><td>around 5.6 ns</td></tr>
<tr><td>Largest delay contributor family on the critical path</td><td>buffers and inverters</td></tr>
<tr><td>Largest stage delay, worst path</td><td>approximately 0.44 ns</td></tr>
<tr><th colspan="2">Placed design</th></tr>
<tr><td>GP Congestion</td><td>~0.85</td></tr>
<tr><td>Detailed placement HPWL</td><td>around 6100 um</td></tr>
<tr><td>Pre-CTS setup slack</td><td>~1.6 ns</td></tr>
<tr><td># port buffers</td><td>a little under 80</td></tr>
<tr><td>Dpl cell area</td><td>5130 sq um</td></tr>
<tr><td>Cell count after placement</td><td>617</td></tr>
<tr><th colspan="2">Final timing</th></tr>
<tr><td>Transition time at the pin with the least slew margin</td><td>0.758 ns</td></tr>
<tr><td>Final number of hold-violating endpoints</td><td>0</td></tr>
<tr><td>Worst relative slew slack</td><td>0.495</td></tr>
<tr><td>Setup repair after global routing missed its margin</td><td>false</td></tr>
<tr><td>Setup violators final</td><td>0</td></tr>
<tr><td>Post-route clock skew</td><td>about 0.012 ns</td></tr>
<tr><td>Setup_tns</td><td>0 ns</td></tr>
<tr><td>Final setup slack of the worst path</td><td>1.27 ns</td></tr>
<tr><td>Final-report max-slew violation count</td><td>0</td></tr>
<tr><th colspan="2">Power</th></tr>
<tr><td>Total power density per cell area</td><td>165 nW/um^2</td></tr>
<tr><td>P_leak</td><td>2.30 nW</td></tr>
<tr><td>Worst voltage drop across the vdd grid</td><td>roughly 0.10 mV</td></tr>
<tr><th colspan="2">GRT</th></tr>
<tr><td>Leftover overflow at the end of global routing</td><td>0</td></tr>
<tr><td>Largest net degree at the start of global routing</td><td>just under 50</td></tr>
<tr><td>First-pass GRT wire length</td><td>15400 um</td></tr>
<tr><td>Overall track demand over capacity in global routing</td><td>0.174</td></tr>
<tr><td>Antenna violations before repair</td><td>0</td></tr>
<tr><td>Via count of the first global-routing pass</td><td>between 3000 and 4000</td></tr>
<tr><th colspan="2">Drt</th></tr>
<tr><td>Via count normalized by instance count</td><td>around 5.2</td></tr>
<tr><td>DRT iter0 DRCs</td><td>roughly 110</td></tr>
<tr><td>Total via count after detailed routing</td><td>~3300</td></tr>
<tr><td>Number of routed nets with antenna violations</td><td>0</td></tr>
<tr><td>Antenna Cells</td><td>0</td></tr>
<tr><td>DRC violations left</td><td>0</td></tr>
<tr><td>Wire length after detailed routing</td><td>around 9000 um</td></tr>
<tr><td>Average wire length per cell after detail routing</td><td>~14 um</td></tr>
<tr><td>Number of search-and-repair iterations in the first detailed-routing pass</td><td>4</td></tr>
<tr><th colspan="2">Die</th></tr>
<tr><td>Width of the chip</td><td>between 100 and 150 um</td></tr>
<tr><td>Init Core Util</td><td>0.413</td></tr>
<tr><td>Row cnt</td><td>37</td></tr>
<tr><td>Die area</td><td>~11000 sq um</td></tr>
<tr><td>Number of top-level pins</td><td>79</td></tr>
<tr><td>Die boundary height</td><td>approximately 110 um</td></tr>
<tr><td>Core region area</td><td>a little over 10000 sq um</td></tr>
<tr><th colspan="2">Cells and area</th></tr>
<tr><td>Post-Layout Cell Count</td><td>633</td></tr>
<tr><td>Fill count</td><td>945</td></tr>
<tr><td>Layout-stage area growth over the synthesis result</td><td>25.3%</td></tr>
<tr><td>Post-route design area</td><td>~5400 sq um</td></tr>
<tr><td>Ratio of cells with drive above 1 in the final layout</td><td>0.0765</td></tr>
<tr><th colspan="2">Job</th></tr>
<tr><td># Max-Cap Violations</td><td>0</td></tr>
<tr><td>Tally of OpenROAD warnings</td><td>34</td></tr>
</table>
## power by group
part | internal, W | leakage [nW] | total, W | switching, W
Combinational | 0.0000123 | 1.03 | 0.0000225 | 0.0000103
Clock | 0.000214 | 0.130 | 0.000392 | 0.000178
Sequential | 0.000473 | 1.14 | 0.000473 | 0
Total | 0.000700 | 2.30 | 0.000888 | 0.000188
## flip-flops by register name (all words and copies together), names as in the netlist
name	flops
xcount	2
hdmi_hcount	12
hdmi_vsync	2
x	12
hdmi_data	24
ycount	2
hdmi_de	2
hdmi_hsync	2
y	12
hdmi_vcount	12
## cell type report
| class | instances | area (sq um) | area share |
|---|---|---|---|
| clock buffers | 14 | 223 | 0.0415 |
| multi-input cells | 309 | 2090 | 0.389 |
| repair buffers | 78 | 773 | 0.144 |
| well taps | 136 | 170 | 0.0317 |
| clock inverters | 4 | 26.3 | 0.00490 |
| inverters | 10 | 37.5 | 0.00699 |
| flip-flops and latches | 82 | 2050 | 0.382 |
## worst max-delay path by stage
stage / to / startpoint / cells after the start
6_report: HDMI_TX_CLK / clock25mhz / 4
5_1_grt: HDMI_TX_CLK / clock25mhz / 4
4_1_cts: HDMI_TX_CLK / clock25mhz / 4
## routing by layer
metal / wire length [um] / global-route usage / vias to the layer above
li1: - / - / 1645
met1: 4320 / 0.280 / 1604
met2: 4100 / 0.265 / 56
met3: 255 / 0.0227 / 15
met4: 139 / 0.0238 / 0
met5: 0 / 0 / -
## cells by family after synthesis
| group | Yosys count |
|---|---|
| flops | 82 |
| compound gates | 87 |
| fa+ha+maj | 9 |
| xor+xnor | 30 |
| mux | 3 |
| simple gates | 180 |
| buf+inv | 33 |
## layout by cell type (no fill, tap or decap), types with 4 or more instances in the layout
master	netlist	layout
sky130_fd_sc_hd__nand3b_1	4	4
sky130_fd_sc_hd__xor2_1	11	11
sky130_fd_sc_hd__clkbuf_8	0	10
sky130_fd_sc_hd__inv_1	11	11
sky130_fd_sc_hd__nor2_1	17	17
sky130_fd_sc_hd__o21ai_0	29	29
sky130_fd_sc_hd__nand2b_1	9	9
sky130_fd_sc_hd__nand3_1	18	18
sky130_fd_sc_hd__and2_1	29	29
sky130_fd_sc_hd__xnor2_1	19	19
sky130_fd_sc_hd__or3_1	8	8
sky130_fd_sc_hd__dfrtp_1	82	82
sky130_fd_sc_hd__a21oi_1	17	17
sky130_fd_sc_hd__nand2_1	29	29
sky130_fd_sc_hd__clkdlybuf4s50_1	0	76
sky130_fd_sc_hd__nand4_1	13	13
sky130_fd_sc_hd__nor3_1	14	14
sky130_fd_sc_hd__o31ai_1	9	9
sky130_fd_sc_hd__and4_1	5	5
sky130_fd_sc_hd__ha_1	9	9
sky130_fd_sc_hd__and3_1	9	9
## per-stage QoR
| stage | hold slack, ns | power (W) | util |
|---|---|---|---|
| final | 0.354 | 0.000888 | 0.518 |
| after global placement | 0.336 | 0.000517 | 0.495 |
| after global routing | 0.371 | 0.000926 | 0.518 |
| after CTS | 0.357 | 0.000904 | 0.518 |
| after floorplan | 0.331 | 0.000484 | - |
| after detailed placement | 0.337 | 0.000517 | 0.495 |
Power is estimated from default activity; no workload was simulated.
