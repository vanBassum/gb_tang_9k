==> ./design.v <==
module dma(
    clockgb, resetn,
    address, indata, outdata, load, store,
    dma_address, dma_indata, dma_outdata, dma_load, dma_store,
    dma_active
);
parameter DMA_COUNT = 8'ha0;
parameter DMA_DEST = 8'hfe;
input clockgb;
input resetn;
input [15:0] address;
input [7:0] indata;
output [7:0] outdata;
input load;
input store;
output reg [15:0] dma_address;
input [7:0] dma_indata;
output reg [7:0] dma_outdata;
output reg dma_load;
output reg dma_store;
output reg dma_active;
reg [7:0] dma_hi;
reg [7:0] dma_lo;
reg [1:0] dma_state;
reg [7:0] dma_temp;
always @(*) begin
    if (dma_state < 2) begin
        dma_address = {dma_hi, dma_lo};
    end else begin
        dma_address = {DMA_DEST, dma_lo};
    end
    if (dma_active) begin
        dma_load = (dma_state == 0);
        dma_store = (dma_state == 3);
    end else begin
        dma_load = 0;
        dma_store = 0;
    end
end
always @(posedge clockgb or negedge resetn) begin
    if (!resetn) begin
        dma_hi <= 0;
        dma_lo <= 0;
        dma_active <= 0;
        dma_state <= 0;
    end else begin
        if (dmac_store) begin
            dma_hi <= dmac_indata;
            dma_lo <= 0;
            dma_active <= 1'b1;
            dma_state <= 0;
        end
        if (dma_active) begin
            if (dma_state == 3) begin
                if (dma_lo + 1'b1 == DMA_COUNT) begin
                    dma_active <= 0;
                end
                dma_lo <= dma_lo + 1'b1;
            end
            dma_state <= dma_state + 1'b1;
            dma_outdata <= dma_indata;
        end
    end
end
wire [7:0] dmac_indata;
wire dmac_store;
rrmmap #(16'hff46) dmac_mmap(
    clockgb, resetn,
    address, indata, outdata, load, store,,
    dmac_indata, dma_hi,, dmac_store
);
endmodule
module mmap (
    input clock,
    input resetn,
    input [15:0] m_address,
    input [7:0] m_indata,
    output reg [7:0] m_outdata,
    input m_load,
    input m_store,
    output reg [15:0] address,
    output reg [7:0] indata,
    input [7:0] outdata,
    output reg load,
    output reg store
);
parameter START = 16'h0000;   
parameter END = START;
reg [15:0] r_load [0:1];
always @(*) begin
    if (m_address >= START && m_address <= END) begin
        address = m_address - START;
        indata = m_indata;
        load = m_load;
        store = m_store;
    end else begin
        address = 0;
        indata = 0;
        load = 0;
        store = 0;
    end
    if (r_load[1]) begin
        m_outdata = outdata;
    end else begin
        m_outdata = 0;
    end
end
always @(posedge clock or negedge resetn) begin
    if (!resetn) begin
        r_load[0] <= 0;
        r_load[1] <= 0;
    end else begin
        r_load[0] <= load;
        r_load[1] <= r_load[0];
    end
end
endmodule
module rmmap (
    input clock,
    input resetn,
    input [15:0] m_address,
    input [7:0] m_indata,
    output [7:0] m_outdata,
    input m_load,
    input m_store,
    output reg [15:0] address,
    output reg [7:0] indata,
    input [7:0] outdata,
    output reg load,
    output reg store
);
parameter START = 16'h0000;   
parameter END = START;
wire [15:0] r_address;
wire [7:0] r_indata;
wire r_load;
wire r_store;
mmap #(START, END) mmap (
    .clock(clock),
    .resetn(resetn),
    .m_address(m_address),
    .m_indata(m_indata),
    .m_outdata(m_outdata),
    .m_load(m_load),
    .m_store(m_store),
    .address(r_address),
    .indata(r_indata),
    .outdata(outdata),
    .load(r_load),
    .store(r_store)
);
always @(posedge clock or negedge resetn) begin
    if (!resetn) begin
        address <= 0;
        indata <= 0;
        load <= 0;
        store <= 0;
    end else begin
        address <= r_address;
        indata <= r_indata;
        load <= r_load;
        store <= r_store;
    end
end
endmodule
module rrmmap (
    input clock,
    input resetn,
    input [15:0] m_address,
    input [7:0] m_indata,
    output [7:0] m_outdata,
    input m_load,
    input m_store,
    output [15:0] address,
    output [7:0] indata,
    input [7:0] outdata,
    output load,
    output store
);
parameter START = 16'h0000;   
parameter END = START;
reg [7:0] r_outdata;
rmmap #(START, END) rmmap (
    .clock(clock),
    .resetn(resetn),
    .m_address(m_address),
    .m_indata(m_indata),
    .m_outdata(m_outdata),
    .m_load(m_load),
    .m_store(m_store),
    .address(address),
    .indata(indata),
    .outdata(r_outdata),
    .load(load),
    .store(store)
);
always @(posedge clock or negedge resetn) begin
    if (!resetn) begin
        r_outdata <= 0;
    end else begin
        r_outdata <= outdata;
    end
end
endmodule
==> ./run.sh <==
#!/bin/bash
# OpenROAD 26Q1-2900-gdf79404cd8, Yosys 0.63+post, stock flow scripts
make -C /OpenROAD-flow-scripts/flow DESIGN_CONFIG=/design/flow/config.mk WORK_HOME=/design/flow/orfs finish
==> ./config.mk <==
export PLATFORM = sky130hd
export DESIGN_NAME = dma
export DESIGN_NICKNAME = dma
export VERILOG_FILES = /design/flow/design.v
export SDC_FILE = /design/flow/constraint.sdc
export NUM_CORES = 4
export LEC_CHECK = 1
export CORE_AREA = 10 10 112 112
export DIE_AREA = 0 0 122 122
==> ./constraint.sdc <==
current_design dma

set clk_period 3.2
set clk_io_pct 0.2

create_clock -name clk0 -period $clk_period [get_ports {clockgb}]

set non_clock_inputs [all_inputs -no_clocks]
set_input_delay [expr $clk_period * $clk_io_pct] -clock clk0 $non_clock_inputs
set_output_delay [expr $clk_period * $clk_io_pct] -clock clk0 [all_outputs]
==> run summary <==
Num CTS Buffers: 5
Dominant Register Cell: dfrtp_1
Worst EP required: 2.56 ns
Die H: 122 um
final instance area: 2880 um2
drt first pass iters: 6
P&R area growth vs syn: 52.6%
asr flop ratio synth: 82.6%
worst relative slew slack: 65.2%
Internal: 0.935 mW
Late-Pin Clk Latency: 0.29 ns
crit path from: dma_state[1]
RSZ-0062 raised after global routing: no
Yosys reg bits: 46
post-DP HPWL: 3660 um
CORE AREA: 10,200 um2
Fin Hold WS: 0.357 ns
endpoints failing hold: 0
worst-case clock buffer depth: 2
Ports: 71
hold_sp: dmac_mmap.rmmap.mmap.r_load[0][0]
Unique cell types: 37
worst reg2reg path startpoint: dma_lo[0]
worst slew pin tran: 0.522 ns
share of cells above drive strength 1: 10.2%
post-synthesis sequential area ratio: 63.0%
VDD IR max: 0.213 mV
sequential fraction of design power: 52.0%
max-slew violations: 0
startpoint types: flop
most numerous logic cells after layout: clkdlybuf4s50_1, dfrtp_1, and2_1, o21ai_1, mux2_2
Final ANT Viol Nets: 0
CTS tree: done
Rows: 37
largest net degree at the start of global routing: 39
Die W: 122 um
EDFF count, synth: 8
number of global-route vias before repair: 1,397
clk sinks: 46
CP Class: flop to output port
DR iter-0 viols: 110
YS chip area: 1890 um2
total leakage power: 1.24 nW
pwr/cell area: 396 nW/um2
Hold Path Class: flop to flop
Setup Total Neg Slack: 0 ns
cycle use final: 79.1%
net switching power: 0.209 mW
DR WL/cell: 12.8 um
Synth Warn #: 5
Worst Slack Setup Final: 0.668 ns
global-route usage over all layers: 6.19%
fp util: 18.5%
post-cts resize count: 0
Crit. End Element: output port
root buffer cell: clkbuf_8
Mean Syn Cell Area: 12.6 um2
DP Worst Slack: 0.962 ns
cells after synthesis: 150
initial antenna violation count: 0
DRC: 0
number of port buffers: 70
first-pass GRT wire length: 7440 um
cts hold-fix bufs: 0
achievable frequency: 395 MHz
die area: 14,900 um2
CP max FO: 10
CTS clock-pin slew for the worst setup and hold paths: 0.08 ns
Placed Area: 2750 um2
most numerous logic cell after layout: clkdlybuf4s50_1
minimum clock period: 2.53 ns
Final Skew: 0.00500 ns
status: finished clean
# diodes: 0
Sw Ratio: 18.2%
DR vias/cell: 3.71
yosys cell count: 150
WP data arrival: 1.89 ns
H-tree Lvls: 2
total gr overflow: 0
tool warning count: 27
Final GP Congestion: 0.822
max_cap viols: 0
Setup Fix Bufs, Post-CTS: 0
Clock power frac: 43.3%
DR vias: 1,344
Setup violations, final: 0
routed wire length: 4620 um
Post-Syn Area: 1890 um2
Comb pwr share: 4.7%
[cell families (layout without fill, tap and decap cells)]
logic type,after synthesis,in the layout,share of synthesized area (%)
AND/OR/NAND/NOR,60,60,19.1
XOR/XNOR,3,3,1.39
buffers and inverters,8,84,1.85
adder cells (fa/ha/maj),4,4,2.65
flip-flops,46,46,63.0
AND-OR/OR-AND,20,20,6.62
multiplexers,9,9,5.36
[path summary, 6_finish.rpt]
kind                                                endpoint  slack [ns]  cells past startpoint
setup / recovery                                   dma_store        0.67                      4
hold / removal             dmac_mmap.rmmap.mmap.r_load[1][0]        0.36                      0
setup reg to reg                                  dma_active        1.28                      5
hold reg to reg            dmac_mmap.rmmap.mmap.r_load[1][0]        0.36                      0
max in group asynchronous                          dma_hi[3]        2.47                      2
min in group asynchronous                         dma_active        0.39                      2
[registers in the layout, summed over array words and instances (netlist names)]
| register | cells |
|---|---|
| dma_hi | 8 |
| dma_lo | 8 |
| dma_outdata | 8 |
| dmac_mmap.r_outdata | 8 |
| dmac_mmap.rmmap.indata | 8 |
| dma_state | 2 |
| dmac_mmap.rmmap.mmap.r_load | 2 |
| dma_active | 1 |
| dmac_mmap.rmmap.store | 1 |
[per-layer routing]
metal / part of all wire, % / vias up / wire length, um / GRT usage [%]
met4: 1.5 / 0 / 70 / 0.969
met2: 44 / 56 / 2050 / 9.15
li1: - / 678 / - / -
met3: 10 / 4 / 464 / 2.49
met5: 0 / - / 0 / 0
met1: 44 / 606 / 2030 / 8.61
[power by group through the flow]
stage	Sequential (mW)	Combinational, mW	Clock (mW)
final	0.595	0.0533	0.495
after global routing	0.595	0.0587	0.542
after CTS	0.595	0.0549	0.515
[synthesized netlist by cell type, drive strengths merged, types with 3 or more instances]
| cell | instances | area share (%) |
|---|---|---|
| dfrtp | 38 | 50 |
| mux2 | 9 | 5.4 |
| buf | 3 | 0.86 |
| nor2 | 4 | 0.79 |
| and2 | 20 | 6.6 |
| or2 | 7 | 2.3 |
| ha | 4 | 2.6 |
| o21ai | 9 | 2.4 |
| inv | 5 | 0.99 |
| edfxtp | 8 | 13 |
| nand4 | 6 | 2.0 |
| nand3 | 3 | 1.1 |
| nor3 | 3 | 1.1 |
| nand2 | 8 | 1.6 |
[stage by stage]
step                      power [mW]  instances  utilization [%]
after floorplan                0.609        150                -
after global placement         0.661        354             26.8
after detailed placement       0.662        354             26.8
after CTS                       1.16        362             28.2
after global routing            1.20        362             28.2
final                           1.14        362             28.2
[critical path, cell delays in order (launching register included)]
cell	delay, ns
dfrtp_1	0.50
ha_1	0.20
nand2_1	0.19
inv_2	0.22
clkdlybuf4s50_1	0.50
[area by class of cell]
| class | instances | area [um2] |
|---|---|---|
| multi-input cells | 96 | 663 |
| well taps | 136 | 170 |
| fillers | 1027 | 7350 |
| clock buffers | 7 | 108 |
| flip-flops and latches | 46 | 1190 |
| repair buffers | 71 | 703 |
| inverters | 5 | 18.8 |
| clock inverters | 1 | 30.0 |
No activity file was given, so power comes from the tool's default toggle rates.
